File: ./config.mk
export PLATFORM = sky130hd
export DESIGN_NAME = i2c_top
export DESIGN_NICKNAME = i2c_top
export VERILOG_FILES = /design/flow/design.v
export SDC_FILE = /design/flow/constraint.sdc
export NUM_CORES = 4
export LEC_CHECK = 1
export CORE_AREA = 10 10 87 87
export DIE_AREA = 0 0 97 97
File: ./constraint.sdc
current_design i2c_top

set clk_period 2.4
set clk_io_pct 0.2

create_clock -name clk0 -period $clk_period [get_ports {clk}]

set non_clock_inputs [all_inputs -no_clocks]
set_input_delay [expr $clk_period * $clk_io_pct] -clock clk0 $non_clock_inputs
set_output_delay [expr $clk_period * $clk_io_pct] -clock clk0 [all_outputs]
File: ./design.v
module i2c_master_fsm 
(
    input wire clk,
    input wire trigger,
    input wire [6:0] address,                    
    input wire rw,                               
    input wire [7:0] din,
    output reg [7:0] dout,
    output reg sclk,
    output reg sda_dir = 1,                    
    inout wire sda
);
parameter                 IDLE                              =          4'd0,                               
                          START                             =          4'd1,           
                          SEND_ADDRESS                      =          4'd2,                              
                          ADDRESS_ACK                       =          4'd3,               
                          SEND_DATA                         =          4'd4,                
                          DATA_ACK                          =          4'd5,               
                          RECEIVE                           =          4'd6,             
                          MASTER_ACK                        =          4'd7,                  
                          STOP                              =          4'd8,            
                          END                               =          4'd9;
reg [3:0] shift_reg_counter = 0;
reg [7:0] clk_counter = 0;
reg [7:0] shift_reg = 0;
reg [3:0] state = IDLE;
reg sda_out = 1;
reg temp = 0;
    assign sda = sda_dir ? sda_out : 1'bz;              
    always @(posedge clk) 
        begin
        if (trigger) 
            begin
                shift_reg <= {address, rw};
                sda_out <= 1;
                sda_dir <= 1;
            end
        end
always @(posedge clk) 
begin
    case (state)
    IDLE: begin
        sclk <= 1;
        sda_out <= 1;
        clk_counter <= 0;
        shift_reg_counter <= 0;
        if(trigger == 1)
        begin
        state <= START;
        end
        end                         
    START: begin
        if (clk_counter == 125)            
            begin
                sda_out <= 0;              
                clk_counter <= 0;
                state <= SEND_ADDRESS;
            end 
        else 
            begin
                clk_counter <= clk_counter + 1;             
            end
        end
    SEND_ADDRESS: begin
        if (clk_counter == 125)                                            
            begin
                clk_counter <= 0;
                sclk <= ~sclk;
                    if (sclk == 0)                                  
                        begin 
                            sda_out <= shift_reg[7];                               
                            shift_reg <= {shift_reg[6:0], 1'b0};                  
                                if(temp == 0) 
                                    begin
                                        shift_reg_counter <= 0;
                                        temp <= 1;
                                    end
                    else 
                        begin
                            if (shift_reg_counter == 7 && sclk == 0)              
                                begin
                                    shift_reg_counter <= 0;
                                    sda_dir <= 0;                                 
                                    state <= ADDRESS_ACK;                         
                                end
                        else 
                            begin
                                shift_reg_counter <= shift_reg_counter + 1;      
                                sda_dir <= 1;
                            end
                        end
            end
        end 
        else 
            begin
                clk_counter <= clk_counter + 1;
            end 
    end
    ADDRESS_ACK: begin
        if (clk_counter == 125) 
            begin
                clk_counter <= 0;
                sclk <= ~sclk;
                    if (sclk == 1) 
                        begin
                            if(sda == 0)
                                begin
                                    if (!rw)                                              
                                        begin
                                            shift_reg <= din;
                                            state <= SEND_DATA;
                                            temp <= 0;
                                        end 
                                    else               
                                        begin
                                            state <= RECEIVE;
                                        end
                                end
                    else 
                        begin   
                            state <= STOP; 
                        end 
            end
        end
        else begin
            clk_counter <= clk_counter + 1;
       end
    end
    SEND_DATA: begin                                                           
        if (clk_counter == 125) 
        begin
            clk_counter <= 0;
            sclk <= ~sclk;
            if (sclk == 0) 
            begin
                sda_out <= shift_reg[7];
                shift_reg <= {shift_reg[6:0], 1'b0};
                if(temp == 0) begin
                    shift_reg_counter <= 0;
                    temp <= 1;
                    sda_dir <= 1;
                end
                else begin
                    shift_reg_counter <= shift_reg_counter + 1;
                end
                if (shift_reg_counter == 7 && sclk == 0) 
                begin
                    shift_reg_counter <= 0;
                    state <= DATA_ACK;
                    sda_dir <= 0;
                end
            end
        end 
        else begin
            clk_counter <= clk_counter + 1;
        end
    end
    DATA_ACK: begin
        if (clk_counter == 125) 
        begin
            clk_counter <= 0;
            sclk <= ~sclk;
            if (sclk == 1)   begin
                if(sda == 0) begin
                    state <= STOP;
                end
            end
        end 
        else 
        clk_counter <= clk_counter + 1;
    end
    RECEIVE: begin                                  
        if (clk_counter == 125) 
        begin
            clk_counter <= 0;
            sclk <= ~sclk;
            if (sclk == 1) 
            begin
                dout <= {dout[6:0], sda};
                shift_reg_counter <= shift_reg_counter + 1;
            end
        end 
        else 
        clk_counter <= clk_counter + 1;
        if (shift_reg_counter == 8 && sclk == 1) 
        begin
            shift_reg_counter <= 0;
            sda_dir <= 1;
            sda_out <= 1;                                                    
            state <= MASTER_ACK;
        end
    end
    MASTER_ACK: begin
        if (clk_counter == 125) 
        begin
            clk_counter <= 0;
            sclk <= ~sclk;
            if (sclk == 1) 
            begin
                state <= STOP;
            end
        end 
        else 
        clk_counter <= clk_counter + 1;
    end
    STOP: begin
        if (clk_counter == 125) 
        begin
            clk_counter <= 0;
            sda_out <= 0;             
            sclk <= 1;
                #250;
                sda_out <= 1;
            state <= IDLE;
        end 
        else 
        clk_counter <= clk_counter + 1;
    end
    END: begin
        sda_out <= 1;
        sclk <= 1;
    end
    default: state <= END;
    endcase
    end
endmodule
module i2c_slave_fsm
(
    input wire clk,            
    inout wire sda,            
    input wire sclk,
    input sda_dir_m
);
parameter SLAVE_ADDRESS = 7'b1010001;
reg [4:0] state = 0;
reg sda_out = 1'b1;
reg [7:0] shift_reg = 0;
reg [7:0] clk_counter = 0;
reg [7:0] sclk_counter  = 0 ;
reg [3:0] shift_reg_counter = 0;
        assign sda = sda_dir_m ?  1'bz : sda_out;
parameter                 IDLE                             =      4'd0,
                          ADDR_st                          =      4'd1,
                          ADDR_ACK                         =      4'd2,
                          DATA                             =      4'd3,
                          DATA_ACK                         =      4'd4,
                          STOP_CONDITIONS                  =      4'd5,
                          END                              =      4'd6;
reg temp = 0;
reg temp2 = 0;
reg ack_pass = 0;
reg sclk_prev = 1'b1;
reg sda_prev = 1'b1;
wire start_condition = (sda_prev == 1 && sda == 0 && sclk == 1);          
wire stop_condition = (sda_prev == 0 && sda == 1 && sclk == 1);          
always @(posedge clk) 
        begin
            if(clk_counter == 125)
                begin
                    sda_prev <= sda;
                    sclk_prev <= sclk;
                end
            else
                begin
                    clk_counter <= clk_counter + 1;
                end
        end
always @(posedge clk) 
    begin
case (state)
    IDLE: begin
        shift_reg_counter <= 0;
            if (start_condition) 
                begin
                    state <= ADDR_st;
                end 
          end 
    ADDR_st: begin
        if (sclk_prev == 1 && sclk == 0) 
            begin
                shift_reg <= {shift_reg[6:0], sda};
                    if(temp == 0) 
                        begin
                            shift_reg_counter <= 0; 
                            temp <= 1;
                        end
        else 
            begin
                shift_reg_counter <= shift_reg_counter + 1;
            end
                if (shift_reg_counter == 7 )                              
                    begin
                        shift_reg_counter <= 0;
                        temp2 <= 1;
                        state <= ADDR_ACK;
                    end
          end
end
    ADDR_ACK: begin
       if (sclk_prev == 0 && sclk == 1) 
        begin
            if (shift_reg[7:1] == SLAVE_ADDRESS) 
                begin                                   
                    sda_out <= 0;   
                    ack_pass <= 1;
                if (sclk_prev == 1 && sclk == 0) 
                begin
                    state <= DATA;
                    ack_pass <= 0;
                end
                end 
            else 
                begin
                    sda_out <= 1;   
                    ack_pass <= 0;
                    state <= IDLE;
                end
        end
end
    DATA: begin
        if (sclk_prev == 1 && sclk == 0) 
            begin
                shift_reg <= {shift_reg[6:0], sda};
                shift_reg_counter <= shift_reg_counter + 1;
            end
        if (shift_reg_counter == 7 && sclk_prev == 1 && sclk == 0) 
            begin
                shift_reg_counter <= 0;
                state <= DATA_ACK;
            end
end
    DATA_ACK: begin
           if (sclk_prev == 0 && sclk == 1)  
                begin
                     if (shift_reg[7:0] == 8'hAB)  
                        begin                                   
                            sda_out <= 0;   
                            ack_pass <= 1;
                        end 
                        else 
                            begin
                                sda_out <= 1;   
                                ack_pass <= 0;
                            end
                end
        if (sclk_prev == 1 && sclk == 0) 
            begin
                state <= STOP_CONDITIONS;
                ack_pass <= 0;
            end              
end
    STOP_CONDITIONS: begin
    if (stop_condition) 
        begin
            state <= IDLE;
        end
end
    END: begin
        sda_out <= 1;
    end
    default: state <= END;
    endcase
end
endmodule
module i2c_top
(
    input wire clk,
    input wire trigger,
    input wire [6:0] address,
    input wire rw,
    input wire [7:0] din,
    output wire [7:0] dout,
    output wire sclk,
    output wire sda_dir,
    inout wire sda
);
    i2c_master_fsm master_inst ( .clk(clk), .trigger(trigger), .address(address), .rw(rw), .din(din), .dout(dout), .sclk(sclk), .sda(sda), .sda_dir(sda_dir)  );
    i2c_slave_fsm slave_inst ( .clk(clk), .sclk(sclk), .sda(sda), .sda_dir_m(sda_dir) );
endmodule
File: ./run.sh
#!/bin/bash
# OpenROAD 26Q1-2900-gdf79404cd8, Yosys 0.63+post, stock flow scripts
make -C /OpenROAD-flow-scripts/flow DESIGN_CONFIG=/design/flow/config.mk WORK_HOME=/design/flow/orfs finish
==> results.ini <==
[yosys]
ys_seq_share_pct=43.4
edf_count=18
ys.flops=18
ys_top_logic_family=simple AND/OR/NAND/NOR gates
simple_gate_share_pct=22.5
ys_sh_aoi_pct=9.44
avgSynthCellArea_um2=9.89
synthXorXnorAreaFrac_pct=7.73
adder_share_pct=4.82
ys_warn_count=17
yosysChipArea_um2=1250
ff_type=edfxtp_1
mux_share_pct=0.803
ys_async_sr_fraction_pct=0
ys_cells=126
synth.distinct_cells=37
synth_area_um2=1250
synth_cells=126

[worst_setup_path]
rrSetupSlack_ns=0.58
slowest_delay_ns=0.43
critPathRequiredTime_ns=2.42
cp_max_fo=4
critPathLaunchType=flip-flop
critPathBufInv=1
crit_chain=ha_1, and4bb_1, or3_1, a21oi_1, nor3_1, buf_4
cp.arrival_ns=1.84
r2r_cells=6
r2r_start=master_inst.shift_reg_counter[0]$_DFFE_PP_
crit_family=simple AND/OR/NAND/NOR gates
critPathKind=flip-flop to flip-flop
slowest_stage=edfxtp_1
critical_path.endpoint_type=flip-flop
r2r-end=master_inst.state[3]$_DFFE_PP_

[cts]
clk_pin_slew_worst_paths_ns=0.07
postCtsSetupBuffers=0
h-tree-depth=1
ctsHoldBuffers=0
cts_tree=built
cts_resized=0
numCtsBuffers=3
clock-root-buffer=clkbuf_8
cts_buffer_depth=2
cts.sinks=18
insertion_delay_ns=0.25

[sta]
final-setup-viol-count=0
post-route-min-period_ns=1.82
tns_ns=0
hold_viol_final=0
fin_crit_sh_pct=75.6
report.final.slew_viol_count=0
rsz0062_at_grt=false
fmax_ghz=0.551
clock_skew_ns=0.00345

[route]
dr_wl_met3_um=43
vias=821
drt-met1-wl_um=1080
dr.pass1.iters=4
n_antenna_cell=0
routed_wl_um=2060
route.detailed.wl_per_inst_um=10.3
ant_nets=0
drc=0
routed.top_layer=met4
met2WireLength_um=930
drt-initial-drc-count=30
viasPerCell=4.11

[power_and_ir_drop]
p_leak_nw=0.456
cellPowerDensity_nw_per_um2=1240
switchingPower_uw=672
internal_power_uw=981
power_frac_clock_pct=13.2
sw_frac_of_total_pct=40.7
seqPwrFrac_pct=47.1
pwr-share-comb_pct=39.7
total_power_mw=1.65
ir_worst_vdd_mv=0.560

[placed_design]
gp_congestion=0.789
dpl.hpwl_um=1500
postPlaceCellArea_um2=1290
io_buffers=2

[min_path]
hp-class=flip-flop to flip-flop
whs_path_depth=1
worstHoldEndpoint=master_inst.shift_reg_counter[0]$_DFFE_PP_
hold_start=master_inst.shift_reg_counter[0]$_DFFE_PP_

[status]
status=complete, no violations

[cells_and_area]
design_area_um2=1330
utilization_pct=23.6
final_common_cell=edfxtp_1
layout.cells.most_common_list=edfxtp_1, nor2_1, conb_1
drive_above_1_share_pct=8.59
logic_area_um2=606
seq_area_um2=541
fillers=603
syn_to_final_growth_pct=6.83

[floorplanning]
pin_count=29
die_w_um=97
rows=27
dieHeight_um=97
core_area_um2=5640
dieArea_um2=9410
fp-utilization_pct=22.1

[job]
cap_violations=0
log.warning_count=43

[global_routing]
grtUsageTotal_pct=4.29
grt_pass1_wl_um=3670
overflow=0
grt_pass1_vias=828
antenna_found_initial=0
grt_max_degree=16

## sequential cells by signal, summed over array words and instances, names as in the netlist
| name | flops |
|---|---|
| master_inst.temp | 1 |
| master_inst.sclk | 1 |
| master_inst.clk_counter | 8 |
| master_inst.shift_reg_counter | 4 |
| master_inst.state | 4 |
## layer usage
layer,track usage (%),vias up
li1,-,423
met1,6.23,392
met2,6.65,4
met3,0.716,2
met4,0.676,0
met5,0,-
## worst max path at each step
stage	from	end	slack (ns)	cells after the start
after CTS	master_inst.shift_reg_counter[0]$_DFFE_PP_	master_inst.state[0]$_DFFE_PP_	0.58	6
after global routing	master_inst.shift_reg_counter[0]$_DFFE_PP_	master_inst.state[3]$_DFFE_PP_	0.43	7
final	master_inst.shift_reg_counter[0]$_DFFE_PP_	master_inst.state[3]$_DFFE_PP_	0.58	6
## stage by stage
step | setup slack (ns) | hold slack, ns | instances
5_1_grt | 0.435 | 0.671 | 200
2_1_floorplan | 0.469 | 0.578 | 136
4_1_cts | 0.579 | 0.631 | 200
3_3_place_gp | 0.524 | 0.607 | 196
3_5_place_dp | 0.515 | 0.614 | 196
6_report | 0.585 | 0.627 | 200
## worst reg2reg max path: stages, from the launching register on
cell and delay [ns]:
edfxtp_1 0.43, ha_1 0.24, and4bb_1 0.23, or3_1 0.31, a21oi_1 0.16, nor3_1 0.06
buf_4 0.15
## power by group through the flow
stage | clock (mW) | combinational [mW] | sequential, mW
4_1_cts | 0.225 | 0.667 | 0.778
5_1_grt | 0.235 | 0.763 | 0.817
6_report | 0.218 | 0.657 | 0.779
## cell type report
class | instances | share of cell area [%]
sequential | 18 | 40.6
inverter | 4 | 1.13
clock buffer | 3 | 3.10
multi-input combinational | 98 | 45.5
timing repair buffer | 4 | 2.63
tap | 72 | 6.77
clock inverter | 1 | 0.282
## cells in the mapped netlist (all sizes together) (3+ instances only)
cell    instances  area, µm²
xnor2           5       43.8
xor2            6       52.6
a21oi           6       30.0
ha              4       50.1
edfxtp         18        541
nor3            6       40.0
buf            16        123
nand2           8       30.0
o21ai           5       25.0
nand3           4       20.0
nor2b           3       18.8
nand2b          3       18.8
nor2           17       63.8
inv             4       15.0
or2             3       18.8
## logic make-up after synthesis
group / count (synthesis)
XOR/XNOR: 11
other: 1
multiplexers: 1
flip-flops: 18
adder cells (fa/ha/maj): 5
AND/OR/NAND/NOR: 52
AND-OR/OR-AND: 18
buffers and inverters: 20
Power is estimated from default activity; no workload was simulated.
